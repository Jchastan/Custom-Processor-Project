==> ./design.v <==
module ALU(
  input [8:0] immediate,
  input [ 3:0] OP,
  input [7:0] A_in,
  input [7:0] R_in,
  input overflow_in,
  output logic [7:0] OUT,
  output logic overflow_out
    );
wire [7:0] sub;
assign sub = A_in - R_in;
always_comb 
begin
    OUT = 8'b0000_0000;
    overflow_out = overflow_in;
    case(OP)
        4'b00_00:
            OUT = R_in;
        4'b00_01:
            OUT = A_in;
        4'b00_10:
            OUT = R_in;
        4'b00_11:
            OUT = R_in;
        4'b01_00:
            {overflow_out ,OUT} = A_in + R_in + overflow_in;
        4'b01_01:
            OUT = A_in - R_in;
        4'b01_10:
            OUT = A_in & R_in;
        4'b01_11:
	begin
	    if (A_in == 1)
		OUT = R_in;
	    else
		OUT = 8'b0000_0000;
        end
        4'b10_00:
	begin
	    if (A_in == 0)
		OUT = R_in;
	    else
		OUT = 8'b0000_0000;
        end
        4'b10_01:
        begin
            if(sub==8'b0000_0000)
                OUT = 8'b0000_0001;
            else
                OUT = 8'b0000_0000;
        end
        4'b10_10:
        begin
            if(sub[7:7]==1'b1)   
                OUT = 8'b0000_0001;
            else
                OUT = 8'b0000_0000;
        end
        4'b10_11:
            OUT = A_in ^ R_in;
        4'b11_00:
            OUT = A_in;
        4'b11_01:
            OUT = A_in << R_in;
        4'b11_10:
            OUT = A_in >> R_in;
        4'b11_11:;
        default:;
    endcase
    if (~immediate[8:8])
	OUT = immediate[7:0];
end  
endmodule
==> ./run.sh <==
#!/bin/bash
# OpenROAD 26Q1-2900-gdf79404cd8, Yosys 0.63+post, stock flow scripts
make -C /OpenROAD-flow-scripts/flow DESIGN_CONFIG=/design/flow/config.mk WORK_HOME=/design/flow/orfs finish
==> ./config.mk <==
export PLATFORM = sky130hd
export DESIGN_NAME = ALU
export DESIGN_NICKNAME = ALU
export VERILOG_FILES = /design/flow/design.v
export SDC_FILE = /design/flow/constraint.sdc
export NUM_CORES = 4
export LEC_CHECK = 1
export CORE_AREA = 10 10 101 101
export DIE_AREA = 0 0 111 111
==> ./constraint.sdc <==
current_design ALU

set clk_period 5.9
set clk_io_pct 0.2

create_clock -name clk0 -period $clk_period

set non_clock_inputs [all_inputs -no_clocks]
set_input_delay [expr $clk_period * $clk_io_pct] -clock clk0 $non_clock_inputs
set_output_delay [expr $clk_period * $clk_io_pct] -clock clk0 [all_outputs]
==> flow_summary_export.csv <==
group,metric,value,unit
run_status,status,"finished, final reports clean",
timing,worstMarginPinSlew,0.7407,ns
yosys,avgSynthCellArea,6.580,um^2
yosys,netlist_area,2112,um^2
timing,hold_viol,0,
die,core-area,8134,um^2
drt,wl_met3,969,um
drt,finalWirelength,8590,um
timing,fin_hold_ws,3.365,ns
die,die_h,111,um
critical_path,worst-setup-path-type,"primary input to output port",
yosys,synth_warnings,1,
drt,highest_layer,"met4",
global_routing,grt_pass1_wl,13900,um
timing,fmax,176.9,MHz
die,die_width,111,um
flow_run,tool_warnings,40,
critical_path,cp_data_arrival_time,4.47,ns
die,rows,33,
critical_path,required,4.72,ns
timing,layout_worst_path_cycle_share,95.82,%
drt,post-route-drc-count,0,
power_and_ir_drop,ir_worst_vdd,0.00002869,V
timing,tns,0,ns
place,port_buffers,39,
layout,drive_gt1_share,6.838,%
drt,vias_per_cell,6.270,
die,ios,39,
global_routing,grtUsageTotal,13.16,%
die,chip_area,12320,um^2
yosys,largest_area_cell,"ha_1",
power_and_ir_drop,p_leak,0.9127,nW
timing,timing.slew.headroom,50.24,%
yosys,yosys-top-cells-count,"nor2_1 (25), o21ai_0 (23), a21oi_1 (20), nand2_1 (20), nand3_1 (20)",
timing,slew_violations,0,
yosys,top_cell,"nor2_1",
critical_path,startpoint_type,"primary input",
flow_run,cap_violations,0,
yosys,area_leaders,"ha_1 (9.5%), o21ai_0 (5.5%), a21oi_1 (4.7%)",
timing,worst_slack,0.2469,ns
layout,finalInstanceArea,2644,um^2
yosys,top_area_share,9.479,%
drt,firstDrtPassIters,5,
drt,postRouteAntennaNets,0,
drt,first_iter_violations,404,
place,gp_congestion,0.9823,
drt,wire_per_inst,18.84,um
global_routing,antenna_found_initial,0,
layout,flops,0,
clock_network,post_cts_buffers,0,
yosys,ys_area,2112,um^2
drt,wl_met2,3481,um
die,fp_util,25.97,%
timing,setup_viol,0,
power_and_ir_drop,report.power.total,0.2072,mW
global_routing,first_global_vias,2637,
yosys,synthDistinctLibCells,62,
timing,rsz0062_at_grt,"false",
place,pre_cts_ws,0.2550,ns
power_and_ir_drop,power.density,78.37,nW/um^2
timing,min_period,5.653,ns
yosys,ys_seq_share,0,%
yosys,yosys_cells,321,
yosys,postSynthCellCount,321,
layout,seqCellArea,0,um^2
drt,vias,2859,
global_routing,grt-ovfl-total,0,
layout,area_growth,25.18,%
min_path,hold_class,"primary input to output port",
critical_path,critPathMaxFanout,8,
layout,fillCellCount,862,
place,placed_area,2643,um^2
critical_path,critPathCaptureType,"output port",
layout,clkbuf_count,0,
place,dp_hpwl,6756,um
drt,wl_met1,3940,um
drt,diodes,0,
global_routing,grt_max_degree,19,
## placed cells by master, fill, tap and decap left out, types with 4 or more instances in the layout
cell type | netlist | final
nand3_1 | 20 | 20
nor4_1 | 6 | 6
inv_1 | 18 | 18
ha_1 | 16 | 16
o22ai_1 | 10 | 10
xnor2_1 | 4 | 4
nor2_1 | 25 | 25
a211o_1 | 4 | 4
a31oi_1 | 7 | 7
a221oi_1 | 8 | 8
nor3_1 | 8 | 8
nand2b_1 | 10 | 10
buf_4 | 0 | 16
a21oi_1 | 20 | 20
nand3b_1 | 5 | 5
clkdlybuf4s50_1 | 0 | 39
a21boi_0 | 8 | 8
nor2b_1 | 5 | 5
nand2_1 | 20 | 20
o21ai_0 | 23 | 23
nand4_1 | 7 | 7
o21bai_1 | 4 | 4
mux2i_1 | 5 | 5
a221o_1 | 5 | 5
## metrics by stage
stage	util, %	std cells
floorplan	-	321
global placement	32.49	456
detailed placement	32.49	456
CTS	32.49	456
global route	32.50	456
finish	32.50	456
## cell type report
cell class                      instances  area (um^2)  share of cell area, %
Inverter                               19        71.32                  2.698
Multi-Input combinational cell        277         1931                  73.02
Tap cell                              105        131.4                  4.969
Timing Repair Buffer                   55        510.5                  19.31
## worst paths after layout
path,start,end,slack [ns],cells past startpoint
worst max-delay path,A_in[0],OUT[0],0.25,13
worst min-delay path,immediate[1],OUT[1],3.36,4
## cell families after synthesis
logic type | count (synthesis) | share of synthesized area, %
compound gates | 125 | 42.60
buf+inv | 44 | 8.649
xor+xnor | 4 | 1.659
simple gates | 122 | 30.81
fa+ha+maj | 19 | 12.32
mux | 7 | 3.969
## report_power, final
part	switching, mW	total, mW	internal, mW
Clock	0	0	0
Combinational	0.114	0.207	0.0930
Sequential	0	0	0
Total	0.114	0.207	0.0930
## critical path, stage by stage
cell and delay (ns):
clkdlybuf4s50_1 0.66, inv_1 0.13, ha_1 0.22, inv_1 0.06, fa_1 0.25, a21oi_1 0.09, o21bai_1 0.34, xnor2_1 0.17
nand4_1 0.11, a2111oi_1 0.50, buf_4 0.20, a211o_1 0.09, clkdlybuf4s50_1 0.46
## metal layers
layer,global-route usage [%],vias to the layer above
met2,18.99,181
met4,1.823,0
li1,-,1316
met5,0,-
met3,2.627,22
met1,19.85,1340
## timing repair
item / in CTS / in global routing
endpoints found under the setup margin: 0 / 1
hold buffers: 0 / 0
gates resized: 0 / 1
endpoints found under the hold margin: 0 / 0
