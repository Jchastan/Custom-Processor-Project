### design/flow/design.v
module Control(
    input               TypeBit,
    input        [3:0]  OP,
    output logic        RWrite,
    output logic        AWrite,
    output logic        Halt,
    output logic        Branch,
    output logic        ReadMem,
    output logic        WriteMem,
    output logic        LookUp,
    output logic        reset,
    output logic        isMem
    );
    always_comb	begin
            case(OP)
                0 : begin        
                    RWrite    = 0;
                    AWrite    = 1;
                    Halt        = 0;
                    Branch      = 0;
                    ReadMem     = 0;
                    WriteMem    = 0;
                    LookUp      = 0;
                    reset       = 0;
                    isMem       = 0;
                end
                1 : begin        
                    RWrite    = 1;
                    AWrite    = 0;
                    Halt        = 0;
                    Branch      = 0;
                    ReadMem     = 0;
                    WriteMem    = 0;
                    LookUp      = 0;
                    reset       = 0;
                    isMem       = 0;
                end
                2 : begin        
                    RWrite    = 0;
                    AWrite    = 1;
                    Halt        = 0;
                    Branch      = 0;
                    ReadMem     = 1;
                    WriteMem    = 0;
                    LookUp      = 0;
                    reset       = 0;
                    isMem       = 1;
                end
                3 : begin        
                    RWrite    = 0;
                    AWrite    = 0;
                    Halt        = 0;
                    Branch      = 0;
                    ReadMem     = 0;
                    WriteMem    = 1;
                    LookUp      = 0;
                    reset       = 0;
                    isMem       = 0;
                end
                4 : begin       
                    RWrite    = 0;
                    AWrite    = 1;
                    Halt        = 0;
                    Branch      = 0;
                    ReadMem     = 0;
                    WriteMem    = 0;
                    LookUp      = 0;
                    reset       = 0;
                    isMem       = 0;
                end
                5 : begin       
                    RWrite    = 0;
                    AWrite    = 1;
                    Halt        = 0;
                    Branch      = 0;
                    ReadMem     = 0;
                    WriteMem    = 0;
                    LookUp      = 0;
                    reset       = 0;
                    isMem       = 0;
                end
                6 : begin       
                    RWrite    = 0;
                    AWrite    = 0;
                    Halt        = 0;
                    Branch      = 0;
                    ReadMem     = 0;
                    WriteMem    = 0;
                    LookUp      = 0;
                    reset       = 1;
                    isMem       = 0;
                end
                7 : begin        
                    RWrite    = 0;
                    AWrite    = 0;
                    Halt        = 0;
                    Branch      = 1;
                    ReadMem     = 0;
                    WriteMem    = 0;
                    LookUp      = 1;
                    reset       = 0;
                    isMem       = 0;
                end
                8 : begin        
                    RWrite    = 0;
                    AWrite    = 0;
                    Halt        = 0;
                    Branch      = 1;
                    ReadMem     = 0;
                    WriteMem    = 0;
                    LookUp      = 1;
                    reset       = 0;
                    isMem       = 0;
                end
                9 : begin       
                    RWrite    = 0;
                    AWrite    = 1;
                    Halt        = 0;
                    Branch      = 0;
                    ReadMem     = 0;
                    WriteMem    = 0;
                    LookUp      = 0;
                    reset       = 0;
                    isMem       = 0;
                end
                10 : begin        
                    RWrite    = 0;
                    AWrite    = 1;
                    Halt        = 0;
                    Branch      = 0;
                    ReadMem     = 0;
                    WriteMem    = 0;
                    LookUp      = 0;
                    reset       = 0;
                    isMem       = 0;
                end
                11 : begin        
                    RWrite    = 0;
                    AWrite    = 1;
                    Halt        = 0;
                    Branch      = 0;
                    ReadMem     = 0;
                    WriteMem    = 0;
                    LookUp      = 0;
                    reset       = 0;
                    isMem       = 0;
                end
                12 : begin        
                    RWrite    = 0;
                    AWrite    = 1;
                    Halt        = 0;
                    Branch      = 0;
                    ReadMem     = 0;
                    WriteMem    = 0;
                    LookUp      = 0;
                    reset       = 0;
                    isMem       = 0;
                end
                13 : begin        
                    RWrite    = 0;
                    AWrite    = 1;
                    Halt        = 0;
                    Branch      = 0;
                    ReadMem     = 0;
                    WriteMem    = 0;
                    LookUp      = 0;
                    reset       = 0;
                    isMem       = 0;
                end            
                14 : begin        
                    RWrite    = 0;
                    AWrite    = 1;
                    Halt        = 0;
                    Branch      = 0;
                    ReadMem     = 0;
                    WriteMem    = 0;
                    LookUp      = 0;
                    reset       = 0;
                    isMem       = 0;
                end
                15 : begin       
                    RWrite    = 0;
                    AWrite    = 0;
                    Halt        = 1;
                    Branch      = 0;
                    ReadMem     = 0;
                    WriteMem    = 0;
                    LookUp      = 0;
                    reset       = 0;
                    isMem       = 0;
                end
                default : begin  
                    RWrite    = 0;
                    AWrite    = 0;
                    Halt        = 0;
                    Branch      = 0;
                    ReadMem     = 0;
                    WriteMem    = 0;
                    LookUp      = 0;
                    reset       = 0;
                    isMem       = 0;
                end
            endcase
        if(TypeBit==1'b0) begin	 
            RWrite    = 0;
            AWrite    = 1;
            Halt        = 0;
            Branch      = 0;
            ReadMem     = 0;
            WriteMem    = 0;
            LookUp      = 0;
            reset       = 0;
            isMem       = 0;
        end  
    end  
endmodule
### design/flow/run.sh
#!/bin/bash
# OpenROAD 26Q1-2900-gdf79404cd8, Yosys 0.63+post, stock flow scripts
make -C /OpenROAD-flow-scripts/flow DESIGN_CONFIG=/design/flow/config.mk WORK_HOME=/design/flow/orfs finish
### design/flow/config.mk
export PLATFORM = sky130hd
export DESIGN_NAME = Control
export DESIGN_NICKNAME = Control
export VERILOG_FILES = /design/flow/design.v
export SDC_FILE = /design/flow/constraint.sdc
export NUM_CORES = 4
export LEC_CHECK = 1
export CORE_AREA = 10 10 70 70
export DIE_AREA = 0 0 80 80
### design/flow/constraint.sdc
current_design Control

set clk_period 1.4
set clk_io_pct 0.2

create_clock -name clk0 -period $clk_period

set non_clock_inputs [all_inputs -no_clocks]
set_input_delay [expr $clk_period * $clk_io_pct] -clock clk0 $non_clock_inputs
set_output_delay [expr $clk_period * $clk_io_pct] -clock clk0 [all_outputs]
==> Changelog: implementation <==
### Changed

- Measured slew at the worst slew-check pin: 0.245 ns
- Outcome: finished, final reports clean
- Worst min-delay path class: in2out
- CP dominant cell by count: nor2_2
- DRC: 0
- Die W: 80 um
- Port bufs: 14
- Final setup viols: 0
- Worst Slack Setup Final: 0.0629 ns
- Sequential Power Share: 0%
- Seq/Total Area, Yosys: 0%
- Max Clock Freq: 0.748 GHz
- WP data arrival: 1.06 ns
- Area grow syn2layout: 211%
- Aggregate global-route resource usage: 1.80%
- Hold Fails Final Rpt: 0
- Core Util at FP: 3.48%
- CP Launch Type: input pin
- Share of cells above drive strength 1: 86.5%
- Mapped Avg Cell Area: 6.60 sq um
- Crit path max-delay family: buffers and inverters
- Area of the mapped netlist: 119 sq um
- Worst VDD drop: 0.0266 mV
- Distinct lib cells: 12
- Post-Route WL: 623 um
- Largest net degree at the start of global routing: 5
- CP max FO: 4
- Clock power frac: 0%
- Synth area leader: and3_2
- Initial antenna violation count: 0
- Setup crit end kind: output port
- # fillers: 400
- Vias in the first global route: 201
- Die area: 6400 sq um
- # hold bufs at CTS: 0
- DIE HEIGHT: 80 um
- PD cells: 190 nW/um^2
- Clock buffers: 0
- Final Max Tran Viols: 0
- Tool Warnings: 33
- Number of max-cap violations: 0
- Per-cell routed wire length: 7.51 um
- GPL Wtd Cong: 0.727
- Cells after Synth: 18
- Ant diodes: 0
- Final HPWL DP: 517 um
- Ports: 14
- Final setup TNS: 0 ns
- Worst hold slack: 0.880 ns
- Synth top area cells: and3_2 (13%), buf_4 (13%), nor3b_1 (13%)
- Net switching power: 0.0000281 W
- Synth Warn #: 1
- Ys cells: 18
- YS chip area: 119 sq um
- CP peak stage delay: 0.19 ns
- Critical path's slowest cell: clkdlybuf4s15_2
- Worst slew margin: 83.6%
- Register area: 0 sq um
- Min cycle time layout: 1.34 ns
- Area share, top type: 12.6%
- Vias: 211
- Int Power: 0.0000422 W
- CP required: 1.12 ns
- Total gr overflow: 0
- Logic pwr share: 100.0%
- CP Buf/Inv Count: 4
- Final period util: 95.5%
- Sw Share: 40.0%
- Vias per cell: 2.54
- LEAKAGE: 0.156 nW
- DRT antenna net count: 0
- Flop count: 0
- Drt pass-1 iters: 1
- Crit Path Class: in2out
- CP Cell Sequence: clkdlybuf4s15_2, buf_6, nor2_2, nand2_2, buf_4, nor2_2, buf_2
- RSZ-0062 raised after global routing: true
- Pre-CTS WS: -0.735 ns
- First-pass GRT wire length: 986 um
- Core area: 3420 sq um
- Iter 0 DRT Violations: 0
- Row count: 21
==> power groups by stage <==
stage	Clock, W	Sequential (W)	Combinational, W
global route	0	0	0.0000772
finish	0	0	0.0000703
CTS	0	0	0.0000672
==> path summary, 6_finish.rpt <==
kind,startpoint,to,slack (ns),depth (start not counted)
setup / recovery,OP[3],WriteMem,0.06,7
hold / removal,OP[2],isMem,0.88,4
==> logic make-up (layout without fill, tap and decap cells) <==
group           Yosys count  count (layout)  synth area share (%)
buf+inv                   2              21                  12.6
compound gates            2               2                  12.6
simple gates             13              13                  66.3
mux                       1               1                  8.42
==> worst min-delay path, delay by kind of cell <==
family / cells / cell delay (ns)
buffers and inverters: 3 / 0.27
and+or+nand+nor: 1 / 0.04
==> metal layers <==
| layer | up-vias | track usage (%) | routed length, um |
|---|---|---|---|
| met5 | - | 0 | 0 |
| met4 | 0 | 0 | 0 |
| met3 | 0 | 0.682 | 87 |
| met2 | 10 | 3.05 | 280 |
| met1 | 96 | 2.24 | 254 |
| li1 | 105 | - | - |
==> through the flow <==
| step | total power, W | area (sq um) | instances | utilization [%] |
|---|---|---|---|---|
| 4_1_cts | 0.0000672 | 363 | 84 | 10.6 |
| 3_3_place_gp | 0.0000617 | 347 | 82 | 10.1 |
| 6_report | 0.0000703 | 369 | 83 | 10.8 |
| 2_1_floorplan | 0.0000141 | 119 | 18 | - |
| 3_5_place_dp | 0.0000619 | 347 | 82 | 10.1 |
| 5_1_grt | 0.0000772 | 369 | 83 | 10.8 |
==> Yosys cell counts <==
| cell type | n |
|---|---|
| nand3b_1 | 1 |
| o31ai_1 | 1 |
| o21a_1 | 1 |
| nand2_1 | 2 |
| nor3_1 | 1 |
| and3_2 | 2 |
| and2b_2 | 1 |
| nor4b_1 | 1 |
| nor3b_1 | 2 |
| nor2_1 | 3 |
| buf_4 | 2 |
| mux2i_1 | 1 |
==> cells in the final DEF (no fill, tap or decap), types with 2 or more instances in the layout <==
| cell | n |
|---|---|
| and3_4 | 2 |
| buf_2 | 8 |
| nor3b_2 | 2 |
| buf_4 | 5 |
| buf_6 | 5 |
| nor2_2 | 3 |
==> timing repair <==
item,in CTS,in global routing
endpoints found under the setup margin,9,7
pin swaps,7,5
gates resized,57,6
gates cloned,0,0
setup buffers,2,0
==> final cells by class <==
type | instances | area [sq um] | share of cell area, %
Multi-Input combinational cell | 16 | 153 | 41.4
Timing Repair Buffer | 21 | 159 | 43.1
Tap cell | 46 | 57.6 | 15.6
No activity file was given, so power comes from the tool's default toggle rates.
