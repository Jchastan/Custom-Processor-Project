<file path="design/flow/constraint.sdc">
current_design reg_file

set clk_period 2.1
set clk_io_pct 0.2

create_clock -name clk0 -period $clk_period [get_ports {CLK}]

set non_clock_inputs [all_inputs -no_clocks]
set_input_delay [expr $clk_period * $clk_io_pct] -clock clk0 $non_clock_inputs
set_output_delay [expr $clk_period * $clk_io_pct] -clock clk0 [all_outputs]
</file>
<file path="design/flow/run.sh">
#!/bin/bash
# OpenROAD 26Q1-2900-gdf79404cd8, Yosys 0.63+post, stock flow scripts
make -C /OpenROAD-flow-scripts/flow DESIGN_CONFIG=/design/flow/config.mk WORK_HOME=/design/flow/orfs finish
</file>
<file path="design/flow/design.v">
module reg_file #(parameter W=8, D=4)(
    input           CLK,
	            RWrite,
                    AWrite,
    input  [ D-1:0] reg_index,
    input  [ W-1:0] writeValue,
    output [ W-1:0] A_out,
    output logic [W-1:0] R_out
    );
logic [W-1:0] registers[2**D];
initial begin
    for(int i = 0; i < 16; i++)
	registers[i] = 0;
end
assign A_out = registers[0];               
assign R_out = registers[reg_index];
always_ff@(posedge CLK)
begin
    if(AWrite==1'b1)
        registers[0] <= writeValue;
    else
    begin
        if(RWrite==1'b1)
            registers[reg_index] <= writeValue;
    end
end
endmodule
</file>
<file path="design/flow/config.mk">
export PLATFORM = sky130hd
export DESIGN_NAME = reg_file
export DESIGN_NICKNAME = reg_file
export VERILOG_FILES = /design/flow/design.v
export SDC_FILE = /design/flow/constraint.sdc
export NUM_CORES = 4
export LEC_CHECK = 1
export CORE_UTILIZATION = 30
</file>
==> run summary <==
run metrics: CTS Sinks=128, gr usage total=around 14%, endpoints failing setup=2, Yosys Instances=~220, Hold Crit Depth=5, Critical Path RT=1680 ps, vias in the first global route=roughly 2800, Setup crit start=registers[0][4], placed insts=502, top cells by area=edfxtp_1 78%, mux4_2 15%, a22oi_1 2.4%, Final Non-Filler Cells=about 550, Syn. warnings=1, share of cells above drive strength 1=a little over two fifths, Seq share, synth=roughly four fifths, DP HPWL=just under 7000 um, Flops after synth=approximately 130, Slew @ Worst Pin=584 ps, DIE WIDTH=about 130 um, max cap viols=0, crit path capture=R_out[4], top fanout value on the critical path=2, drt initial violations=between 150 and 200, crit path launch type=flop, Post-Syn Area=approximately 4900 um2, Mux cell area share=14.7%, largest net degree at the start of global routing=21, unrepaired setup endpoints after global routing=true, Synth Area in Compound Gates=2.62%, Root Buffer=clkbuf_16, Peak VDD IR=451 uV, Rel. slew slack=around three fifths, sequential cell area=3840 um2, top comb family, area=multiplexers, grt total ovfl=0, Log Warnings=27, violations in the final reports=negative setup slack, logic area=1080 um2, Port Buffers=30, core box area=between 15000 and 20000 um2, Filler cells=1349, clock-pin slew on the worst setup and hold paths=60 ps, hold buffers post-CTS=0, area leader, netlist=edfxtp_1, Distinct cells, synth=16, biggest regs=registers (128), Max-area cell share=78.3%, wire per inst=18.5 um, final hold vios=0, H-tree depth=4, Worst Path Class, Setup=reg2out, Tmin final=around 2200 ps, cells after synthesis=224, Final Util=41.2%, GP Congestion=0.792, Max Transition Viols Final=0, first-pass GRT wire length=around 16000 um, Chip Area, Yosys=4910 um2, Init Core Util=30.8%, worst hold path class=in2reg, Reg with most FFs=registers, simple share=3.24%, # DRC=0, initial antenna violation count=0, Worst Slack Setup Final=-59.4 ps, Area growth syn-to-layout=33.9%, Synth Area in Adders=0%, IO Pins=31, Final Instance Area=6580 um2, Synth Area in XOR/XNOR=0%, Final Cycle Share=103%, CTS tree=yes, power per cell area=just over 900 nW/um2, vias per cell=4.61, CTS Buffer Depth=2, fmax=463 MHz, Vias=2538, Leakage=0.00222 uW, ant diodes=0, final wirelength=10200 um, max FFs per register=approximately 130, Std-Cell Rows=46, critical path arrival=1740 ps, Final ANT Viol Nets=0, chip area=16900 um2, dpl cell area=~5800 um2, Setup WS pre-CTS=-476 ps, CP Capture Type=primary output, status=finished with violations, die height=130 um, Avg Cell Area, Syn=21.9 um2, 1st-pass router iterations=4, Inserted Clock Buffers=17
cell usage in the layout (no fill, tap or decap):
master,count
edfxtp_1,128
buf_4,49
mux4_2,32
clkdlybuf4s50_1,18
clkbuf_16,17
nor2_1,14
a22oi_2,13
nand2_1,11
buf_2,9
buf_12,6
clkbuf_1,5
clkinv_2,4
a22oi_1,3
nor3_1,3
clkinv_4,3
buf_6,3
nand2b_1,2
bufinv_16,2
buf_16,2
dlygate4sd2_1,2
nor2b_2,1
and2_2,1
nor2b_4,1
nor2b_1,1
nand3b_1,1
nand3_1,1
a31o_1,1
clkinvlp_4,1
final cells by class:
class,instances,share of cell area [%]
Tap cell,216,4.11
Multi-Input combinational cell,85,16.5
Clock buffer,22,6.75
Timing Repair Buffer,89,12.5
Clock inverter,10,1.73
Sequential cell,128,58.4
power by group:
| part | total (uW) | internal [uW] | switching, uW |
|---|---|---|---|
| Combinational | 413 | 229 | 183 |
| Clock | 2710 | 1740 | 970 |
| Sequential | 2870 | 2860 | 12.7 |
cell families after synthesis:
| kind of cell | Yosys count |
|---|---|
| buffers and inverters | 11 |
| AND/OR/NAND/NOR | 36 |
| multiplexers | 32 |
| AND-OR/OR-AND | 17 |
| flip-flops | 128 |
worst max-delay path, stage by stage (launching register included):
cell	delay (ps)
edfxtp_1	410
mux4_2	480
a22oi_2	210
nand2_1	100
buf_2	130
per-stage QoR:
step | total power [uW] | setup TNS, ps | hold WS (ps)
4_1_cts | 6050 | -228 | 769
3_3_place_gp | 3290 | -6580 | 1210
2_1_floorplan | 3070 | 0 | 519
6_report | 5990 | -69.6 | 783
5_1_grt | 6200 | -541 | 781
3_5_place_dp | 3290 | -5210 | 1200
worst min-delay path by stage:
stage / startpoint / to / slack, ps
finish: reg_index[0] / registers[4][7] / 780
global route: reg_index[0] / registers[4][2] / 780
CTS: reg_index[0] / registers[4][2] / 770
synth_stat cells, drive strengths merged:
library cell    n
a22oi          16
and2            1
a31o            1
nand2b          2
edfxtp        128
nor3            3
nand3           1
nor2b           3
mux4           32
nand2          11
nor2           14
buf             8
clkbuf          3
nand3b          1
metal layers:
layer | up-vias | global-route usage [%] | routed length, um
met4 | 0 | 1.71 | 89
met1 | 1269 | 19.7 | 3850
met3 | 7 | 6.60 | 971
met2 | 115 | 22.6 | 5260
met5 | - | 0 | 0
li1 | 1147 | - | -
what timing repair did:
item                                    4_1_cts  5_1_grt
pin swaps                                    16        3
cloned                                        2        0
setup buffers                                14        0
endpoints found under the setup margin        8        8
resized                                      50        2
No activity file was given, so power comes from the tool's default toggle rates.
